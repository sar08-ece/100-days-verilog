==> run.sh <==
#!/bin/bash
# OpenROAD 26Q1-2900-gdf79404cd8, Yosys 0.63+post, stock flow scripts
make -C /OpenROAD-flow-scripts/flow DESIGN_CONFIG=/design/flow/config.mk WORK_HOME=/design/flow/orfs finish
==> config.mk <==
export PLATFORM = sky130hd
export DESIGN_NAME = chocolate_dispenser
export DESIGN_NICKNAME = chocolate_dispenser
export VERILOG_FILES = /design/flow/design.v
export SDC_FILE = /design/flow/constraint.sdc
export NUM_CORES = 4
export LEC_CHECK = 1
export CORE_AREA = 10 10 84 84
export DIE_AREA = 0 0 94 94
==> constraint.sdc <==
current_design chocolate_dispenser

set clk_period 2.0
set clk_io_pct 0.2

create_clock -name clk0 -period $clk_period [get_ports {clock}]

set non_clock_inputs [all_inputs -no_clocks]
set_input_delay [expr $clk_period * $clk_io_pct] -clock clk0 $non_clock_inputs
set_output_delay [expr $clk_period * $clk_io_pct] -clock clk0 [all_outputs]
==> design.v <==
module chocolate_dispenser(input clock,reset,
input sel,
input [1:0]coin_in,  
output reg[1:0]out);  
reg [2:0]state,next_state;
reg [3:0]total;  
parameter IDLE=3'b000;
parameter COLLECT=3'b001;
parameter CHOC_A=3'b010;
parameter CHOC_B=3'b011;
parameter RETURN_2=3'b100;
wire [3:0]coin_value=(coin_in==2'b01)?5:(coin_in==2'b10)?10:(coin_in==2'b11)?12:0;
always @(posedge clock or posedge reset)begin
    if(reset)begin
        state<=IDLE;
        total<=0;
    end
    else begin
        state<=next_state;
        if(state==COLLECT)
        total<=total+coin_value;
        else if (state==IDLE)
        total<=0;
    end
end
always @(*)begin
    next_state=state;
    out=2'b00;
    case(state)
        IDLE:begin
            if(coin_value!=0)
            next_state=COLLECT;
        end
        COLLECT:begin
            if(total+coin_value==5 &&sel==0)
            next_state=CHOC_A;
            else if(total+coin_value==10 &&sel==1)
            next_state=CHOC_B;
            else if(total+coin_value==12 &&sel==1)
            next_state=RETURN_2;
            else next_state=COLLECT;
        end
        CHOC_A:begin
         out=2'b01;
         next_state=IDLE;
         end
        CHOC_B:begin
         out=2'b10;
         next_state=IDLE;
         end
        RETURN_2:begin
         out=2'b11;
         next_state=IDLE;
        end
endcase
end
endmodule
==> run_results.csv <==
group,metric,value,unit
sta,tightest_slew,0.314,ns
drt,drt_first_pass_iters,4,
clocking,clock-sinks,9,
pwr,p_sw_share,36.5,%
setup_path,rrSetupSlack,0.16,ns
pwr,seqPwrFrac,27.3,%
cells_and_area,drive_gt1_share,40.3,%
pwr,total_power,1.12,mW
grt,overflow,0,
floorplan,rows,26,
clocking,clk_pin_slew,0.05,ns
setup_path,cp-start-kind,"input pin",
drt,diodes,0,
setup_path,path_class,"in2reg",
cells_and_area,combGateArea,373,um^2
grt,grt_pass1_wl,2220,um
pwr,power_density,1310,nW/um^2
clocking,cts_buffers,3,
place,dp_hpwl,966,um
yosys,yosysChipArea,564,um^2
sta,rsz0062_at_grt,"no",
cells_and_area,post-route-util,16.5,%
setup_path,critPathCaptureType,"flop",
yosys,ys.flop_type,"dfrtp_1",
floorplan,fp-utilization,10.8,%
sta,setup_viol,0,
sta,period_used_share,96.2,%
sta,period_needed,1.92,ns
drt,drc,0,
sta,drv_slew,0,
run,tool_warnings,25,
yosys,ys_ff,9,
pwr,p_comb_share,54.5,%
yosys,yosys_warnings,1,
sta,hold_violations,0,
clocking,clkLatencyLatePin,0.23,ns
yosys,yosys_cells,55,
sta,fin_skew,0.00419,ns
drt,via_per_inst,3.28,
yosys,syn_inst,55,
floorplan,dieHeight,94,um
clocking,cts_tree,"done",
cells_and_area,final_layout_top_logic_cells,"8 x buf_4, 8 x dfrtp_1, 4 x nor2_1, 4 x nand2_1, 4 x clkdlybuf4s50_1",
cells_and_area,fillers,585,
drt,drtAntennaViolNets,0,
grt,grt_max_degree,10,
yosys,syn_area_per_cell,10.3,um^2
drt,drt_iter0_markers,16,
yosys,synthArstFlopShare,100,%
grt,grt_pass1_vias,501,
clocking,cts_root_buf,"clkbuf_8",
outcome,status,"completed",
pwr,clockPowerShare,18.2,%
pwr,leakagePower,0.366,nW
clocking,cts_max_level,1,
floorplan,die-width,94,um
yosys,postSynthSeqShare,40.1,%
pwr,power.internal,0.714,mW
floorplan,chipArea,8840,um^2
pwr,ir_drop,437,uV
yosys,ys_types,26,
run,drv_cap,0,
cells_and_area,regArea,226,um^2
drt,wl_per_cell,8.57,um
pwr,power.switching,0.411,mW
drt,wirelength,1220,um
drt,vias,466,
sta,timing.slew.headroom,79.1,%
place,routabilityCongestion,0.779,
grt,antenna_found_initial,0,
min_path,holdCritPathClass,"in2async",
clocking,cts_buffer_depth,2,
sta,timing.fmax,520,MHz
yosys,edf_count,0,
yosys,synth_area,564,um^2
setup_path,critPathRequiredTime,2.11,ns
floorplan,core_area,5200,um^2
place,numPortBuffers,6,
setup_path,cp.arrival,2.03,ns
floorplan,io_pins,7,
grt,grt.total_usage,3.01,%
setup_path,critical_path.max_fanout,3,
cells_and_area,syn2layout_area_growth,52.6,%
-- sequential cells by signal, indices dropped and copies added (netlist names) --
name / count
state: 5
total: 4
-- metrics by stage --
step | worst slack (ns) | TNS [ns] | cell area, um^2 | std cells | hold slack [ns]
4_1_cts | 0.0452 | 0 | 841 | 142 | 0.431
5_1_grt | 0.00315 | 0 | 861 | 142 | 0.479
3_3_place_gp | -0.473 | -2.27 | 768 | 138 | 0.456
3_5_place_dp | -0.478 | -2.28 | 768 | 138 | 0.455
6_report | 0.0752 | 0 | 861 | 142 | 0.422
2_1_floorplan | 0.111 | 0 | 564 | 55 | 0.227
-- cells by family (layout without fill, tap and decap cells) --
family / Yosys count / in the layout / share of synthesized area [%]
xor gates and xnor gates: 1 / 1 / 1.55
AOI/OAI and AO/OA: 15 / 15 / 23.3
adders and majority gates: 5 / 5 / 12.4
and+or+nand+nor: 22 / 22 / 20.6
buffers and inverters: 3 / 20 / 2.00
DFF: 9 / 9 / 40.1
-- power by group through the flow --
| stage | logic [mW] | registers (mW) | clock network [mW] |
|---|---|---|---|
| CTS | 0.587 | 0.307 | 0.212 |
| global route | 0.687 | 0.315 | 0.228 |
| finish | 0.613 | 0.306 | 0.205 |
-- timing repair --
action / in CTS / in global routing
resized: 11 / 7
endpoints found under the setup margin: 5 / 3
hold buffers: 0 / 0
setup buffers: 0 / 0
gates cloned: 0 / 0
pin swaps: 5 / 4
-- cell type report --
type | count | area share, %
Multi-Input combinational cell | 43 | 43.3
Clock buffer | 3 | 4.80
Timing Repair Buffer | 14 | 14.0
Sequential cell | 9 | 26.3
Inverter | 2 | 0.872
Clock inverter | 1 | 0.581
Tap cell | 70 | 10.2
-- critical path: stages --
cell and delay, ns:
clkdlybuf4s15_1 0.26, nor2b_4 0.05, ha_2 0.18, fa_2 0.58, nor2b_4 0.15, o21ai_2 0.07
a211oi_2 0.26, o31ai_2 0.08
-- per-layer routing --
metal	up-vias	routed length, um	global-route usage [%]
met5	-	0	0
met4	0	14	0.380
met2	6	537	4.90
li1	234	-	-
met1	222	601	3.79
met3	4	64	1.13
-- Yosys cell counts, types with 2 or more instances --
cell      number  area (um^2)
or2_2          2         12.5
ha_1           4         50.1
nand2_1        4         15.0
inv_1          2         7.51
nor2_1         5         18.8
dfrtp_1        8          200
a211oi_2       2         25.0
nor2b_1        5         31.3
nor4_1         2         12.5
a22o_1         2         17.5
o21ai_0        4         20.0
-- final timing paths --
kind	start	end	cells past startpoint
min	reset	state[3]	2
max in group asynchronous	reset	state[0]	2
max	coin_in[1]	state[3]	8
max reg2reg	total[0]	state[3]	6
min reg2reg	state[2]	state[0]	1
min in group clk0	state[2]	state[0]	1
Power figures rest on the tool's default switching activity, not on a simulated workload.
