### design/flow/constraint.sdc
current_design multiplier_4

set clk_period 6.0
set clk_io_pct 0.2

create_clock -name clk0 -period $clk_period

set non_clock_inputs [all_inputs -no_clocks]
set_input_delay [expr $clk_period * $clk_io_pct] -clock clk0 $non_clock_inputs
set_output_delay [expr $clk_period * $clk_io_pct] -clock clk0 [all_outputs]
### design/flow/config.mk
export PLATFORM = sky130hd
export DESIGN_NAME = multiplier_4
export DESIGN_NICKNAME = multiplier_4
export VERILOG_FILES = /design/flow/design.v
export SDC_FILE = /design/flow/constraint.sdc
export NUM_CORES = 4
export LEC_CHECK = 1
export CORE_AREA = 10 10 72 72
export DIE_AREA = 0 0 82 82
### design/flow/design.v
module multiplier_4(input [3:0]A,B,
output [7:0]result);
reg [7:0] product;
integer i;
always @(*) begin
    product=8'd0;
    for (i=0;i<4;i=i+1)
    begin
        if(B[i])
        product=product+(A<<i);
    end
end
assign result=product;
endmodule
### design/flow/run.sh
#!/bin/bash
# OpenROAD 26Q1-2900-gdf79404cd8, Yosys 0.63+post, stock flow scripts
make -C /OpenROAD-flow-scripts/flow DESIGN_CONFIG=/design/flow/config.mk WORK_HOME=/design/flow/orfs finish
==> results.json <==
{
  "p_per_area_nw_per_um2": 117,
  "synth_seq_share": 0,
  "rsz0062_at_grt": "false",
  "status": "complete, no violations",
  "yosysWarnings": 1,
  "place_hpwl_mm": 1.37,
  "synth_area_per_cell_um2": 7.92,
  "die-height_um": 82,
  "postRouteAntennaNets": 0,
  "pwr-share-comb": 1.000,
  "nClkBuffers": 0,
  "grt_pass1_wl_mm": 2.95,
  "worst_pin_slew_ns": 0.443,
  "max-vdd-ir-drop_uv": 55.5,
  "synthToLayoutAreaGrowth_pct": 77.9,
  "switching_share": 0.401,
  "timing.fmax_mhz": 173,
  "worst_setup_path_start_kind": "input port",
  "p_seq_frac": 0,
  "first_iter_violations": 10,
  "yosysUniqueCellTypes": 25,
  "critPathLaunch": "A[0]",
  "max_slew_margin": 0.704,
  "crit_path_max_fanout": 2,
  "warnings": 33,
  "power.total_mw": 0.121,
  "fp.coreArea_um2": 3690,
  "flops": 0,
  "fp-row-count": 22,
  "crit_required_ns": 4.80,
  "grt_pass1_vias": 673,
  "synth_cells": 73,
  "hold_violations": 0,
  "finalCritPeriodShare": 0.966,
  "endpoint_kind": "primary output",
  "vias": 653,
  "power.switching_mw": 0.0485,
  "hold_class": "in -> out",
  "postLayoutCoreUtil": 0.279,
  "antenna_found_initial": 0,
  "finalSetupViolations": 0,
  "n_antenna_cell": 0,
  "post-route-drc-count": 0,
  "layout-drive-gt1-share": 0.435,
  "regArea_um2": 0,
  "io_pins": 16,
  "period_needed_ns": 5.79,
  "criticalPathCategory": "in -> out",
  "overflow": 0,
  "track_usage": 0.0526,
  "yosys_area_um2": 578,
  "place.gp.congestion": 0.741,
  "ys_cells": 73,
  "wl_mm": 1.71,
  "leakage_nw": 0.500,
  "grt_start_max_net_pins": 12,
  "crit_arrival_ns": 4.59,
  "final_common_cell": "buf_4",
  "pwr-share-clk": 0,
  "io_buffer_count": 16,
  "p_int_mw": 0.0723,
  "die_w_um": 82,
  "syn_area_um2": 578,
  "fp_util": 0.157,
  "hp-start": "B[0]",
  "lay_top_cells": "21 x buf_4, 8 x clkdlybuf4s50_1, 7 x inv_1, 7 x ha_1",
  "wl_per_cell_um": 11.0,
  "vias_per_cell": 4.19,
  "chipArea_um2": 6720,
  "slew_viol_final": 0,
  "first_pass_iters": 4,
  "drv_cap": 0
}
## cell type report
class | instances | area (um2)
well taps | 48 | 60.1
repair buffers | 37 | 304
inverters | 8 | 30.0
multi-input cells | 63 | 634
fillers | 398 | 2660
## synth_stat cells
cell type	instances	share of area
a21oi_2	1	0.015
and2_1	2	0.022
mux2_2	3	0.058
nor2_1	1	0.0065
xor2_1	3	0.045
o21bai_1	1	0.013
inv_2	1	0.0065
o21ai_0	2	0.017
a211oi_1	1	0.013
nand2b_1	3	0.032
nand2_1	7	0.045
ha_1	11	0.24
xnor2_1	2	0.030
inv_1	7	0.045
a21o_1	3	0.039
clkbuf_1	2	0.013
nor2b_1	2	0.022
a21oi_1	7	0.061
a22oi_1	1	0.013
a221oi_1	1	0.015
o21a_1	3	0.039
fa_1	3	0.10
mux2i_1	4	0.069
nand3_1	1	0.0086
xor2_2	1	0.028
## power groups by stage
| stage | Combinational, mW | Clock (mW) | Sequential, mW |
|---|---|---|---|
| final | 0.121 | 0 | 0 |
| after CTS | 0.112 | 0 | 0 |
| after global routing | 0.137 | 0 | 0 |
## stage by stage
step                hold slack [ns]  area [um2]  TNS, ns  setup WS (ns)  cells
CTS                            3.30         977        0         0.0575    153
global placement               3.55         896    -1.50         -0.440    149
floorplan                      2.47         578        0          0.766     73
detailed placement             3.54         896    -1.58         -0.466    149
finish                         3.20        1030        0          0.206    156
global route                   3.23        1030        0        0.00470    156
## layer usage
metal | vias up | share of wire | track usage
met5 | - | 0 | 0
met4 | 0 | 0 | 0
met3 | 0 | 0.036 | 0.00881
met2 | 12 | 0.51 | 0.0925
met1 | 317 | 0.46 | 0.0700
li1 | 324 | - | -
## worst max-delay path, stage by stage
cell           delay [ns]
dlygate4sd2_1        0.27
ha_4                 0.17
inv_1                0.06
fa_2                 0.43
mux2i_2              0.19
ha_2                 0.21
inv_1                0.05
fa_2                 0.52
nand2_2              0.06
o21a_1               0.16
ha_4                 0.18
fa_2                 0.55
inv_1                0.04
a221oi_1             0.26
dlygate4sd2_1        0.23
## what timing repair did
action	CTS	global route
setup endpoints to repair	4	4
gates resized	24	11
hold buffers	0	0
pin swaps	13	16
setup buffers	4	3
## logic make-up (layout without fill, tap and decap cells)
logic type                 Yosys count  after routing  synth area share
AOI/OAI and AO/OA                   20             20             0.225
xor gates and xnor gates             6              6             0.104
adders and majority gates           14             14             0.342
buffers and inverters               10             45            0.0649
muxes                                7              7             0.128
and+or+nand+nor                     16             16             0.136
## path summary, 6_finish.rpt
check                  endpoint  slack, ns  depth (start not counted)
worst min-delay path  result[0]       3.20                          4
worst max-delay path  result[4]       0.21                         15
Power is estimated from default activity; no workload was simulated.
