$ cat flow/config.mk
export PLATFORM = sky130hd
export DESIGN_NAME = vending_machine
export DESIGN_NICKNAME = vending_machine
export VERILOG_FILES = /design/flow/design.v
export SDC_FILE = /design/flow/constraint.sdc
export NUM_CORES = 4
export LEC_CHECK = 1
export CORE_AREA = 10 10 75 75
export DIE_AREA = 0 0 85 85
$ cat flow/constraint.sdc
current_design vending_machine

set clk_period 2.1
set clk_io_pct 0.2

create_clock -name clk0 -period $clk_period [get_ports {clock}]

set non_clock_inputs [all_inputs -no_clocks]
set_input_delay [expr $clk_period * $clk_io_pct] -clock clk0 $non_clock_inputs
set_output_delay [expr $clk_period * $clk_io_pct] -clock clk0 [all_outputs]
$ cat flow/design.v
module vending_machine(input clock,reset,   
input [1:0]coin_in,           
input sel,                   
output reg [1:0]out);        
reg [4:0]total;  
parameter IDLE=3'b000;
parameter COLLECT=3'b001;  
parameter VEND_A=3'b010; 
parameter VEND_B=3'b011;
parameter RETURN=3'b100;
reg [2:0]state,next_state;
wire [4:0]coin_value=(coin_in==2'b01)?5:(coin_in==2'b10)?10:(coin_in==2'b11)?15:0;
always @(posedge clock or posedge reset) begin
    if(reset)begin
       state<=IDLE;
       total<=0;
   end
else begin
    state<=next_state;
    if(state==COLLECT)begin
        total<=total+coin_value;
    end
    else if(state==IDLE)begin
        total<=0;
    end
end
end
always @(*)begin
    next_state=state;
    out=2'b00;
    case(state)
        IDLE:begin
            if(coin_value!=0)
            next_state=COLLECT;
        end
        COLLECT:begin
            if(total+coin_value==10 &&sel==0)
            next_state=VEND_A;
            else if(total+coin_value==15 &&sel==1)
            next_state=VEND_B;
            else if(total+coin_value==15 &&sel==0)
            next_state=RETURN;
            else if(total+coin_value>15)
            next_state=IDLE;
            else
            next_state=COLLECT;
        end
        VEND_A:begin
            out=2'b01;
            next_state=IDLE;
        end        
        VEND_B:begin
            out=2'b10;
            next_state=IDLE;
        end
        RETURN:begin
            out=2'b11;
            next_state=IDLE;
        end
endcase
end
endmodule
$ cat flow/run.sh
#!/bin/bash
# OpenROAD 26Q1-2900-gdf79404cd8, Yosys 0.63+post, stock flow scripts
make -C /OpenROAD-flow-scripts/flow DESIGN_CONFIG=/design/flow/config.mk WORK_HOME=/design/flow/orfs finish
==> ci_impl_report.md <==
## Synthesis and layout report

| Metric | Value |
|---|---|
| Status | finished clean |
| Via count | 630 |
| Detail-routed via count per cell | 4.29 |
| Global route overflow | 0 |
| Hold Fails Final Rpt | 0 |
| Die Size | 7230 um^2 |
| RSZ-0062 raised after global routing | false |
| Final setup viols | 0 |
| CTS buffer count | 3 |
| Placement Rows | 23 |
| Final core occ | 24.7% |
| DRT Pass-1 Iters | 4 |
| Pwr Density | 516 nW/um^2 |
| Detail Route Antenna Nets | 0 |
| RePlAce Congestion | 0.857 |
| Die H | 85 um |
| # Cells Yosys | 76 |
| Total Routed Length | 1630 um |
| Synth warn | 1 |
| Port-buffer cells | 6 |
| Mapped Cells | 76 |
| Routed wire per std cell | 11.1 um |
| Clk ins delay skew pair | 0.23 ns |
| Cell depth of the worst flop-to-flop path | 6 |
| Placed Cells | 142 |
| Starting density of the core | 17.8% |
| Sequential share of the synthesized area | 34.9% |
| FMAX | 0.491 GHz |
| Synthesized area | 721 um^2 |
| Largest net degree at the start of global routing | 15 |
| Least-Margin Pin Slew | 0.384 ns |
| Max_cap viols | 0 |
| Mean Syn Cell Area | 9.48 um^2 |
| Crit path kind | in -> reg |
| CTS Hold Buffers Added | 0 |
| CTS H-Tree Depth | 1 |
| Worst Hold Class | in -> async |
| N_diodes | 0 |
| Log Warnings | 25 |
| Registers, synthesis | 10 |
| Clock buffer depth | 2 |
| Filler Cells Inserted | 408 |
| Initial antenna violation count | 0 |
| Worst R2R End | state[3]$_DFF_PP0_ |
| R2r startpoint | total[0]$_DFFE_PP0P_ |
| Core area | 4060 um^2 |
| Relative slew margins | 74.4% |
| Die X | 85 um |
| Placed inst area | 931 um^2 |
| Fin crit period | 2.04 ns |
| Final Cell Area | 1000 um^2 |
| Initial DRC Count | 31 |
| Worst EP arrival | 2.13 ns |
| DRC errors left | 0 |
| Area growth from synthesis to layout | 39.2% |
| Reg clk slew, reported paths | 0.05 ns |
| Clk_skew | 0.00321 ns |
| Post-Layout Cell Count | 147 |
| Startpoint types | input port |
| Yosys cell types | 35 |
| Crit end category | flop |
| Leakage power total | 0.422 nW |
| Setup TNS Final | 0 ns |
| Root Buffer | clkbuf_8 |
| Post-DP HPWL | 1250 um |
| First-pass GRT wire length | 2780 um |
| YS chip area | 721 um^2 |
| Vias in the first global route | 633 |
| Worst EP required | 2.19 ns |
| Share of cells above drive strength 1 | 32.0% |
| Max VDD drop | 0.195 mV |
| Worst R2R Setup Slack | 0.12 ns |
| Slew Limit Fails | 0 |
| All-Layer GR Usage | 4.38% |
| Ports | 7 |
| Fin crit share | 97.0% |
| CTS tree | yes |
| Clock Sink Count | 10 |
| Worst-path maximum fanout | 3 |
worst max-delay path: stages:
cell	delay (ns)
dlygate4sd2_1	0.25
ha_2	0.20
fa_2	0.41
xor2_1	0.18
or3_1	0.41
a21boi_2	0.15
o211ai_1	0.11
worst max path at each step:
| stage | from | endpoint | slack [ns] | cells after the start |
|---|---|---|---|---|
| 5_1_grt | coin_in[0] | state[3]$_DFF_PP0_ | 0.007 | 7 |
| 6_report | coin_in[0] | state[3]$_DFF_PP0_ | 0.06 | 7 |
| 4_1_cts | coin_in[0] | state[3]$_DFF_PP0_ | 0.06 | 7 |
Yosys cell counts:
master | count | share of area, %
dfrtp_1 | 9 | 31
a21oi_1 | 6 | 4.2
nand2_1 | 5 | 2.6
ha_1 | 4 | 6.9
nor2_1 | 4 | 2.1
o21ai_0 | 4 | 2.8
a21o_1 | 3 | 3.1
clkbuf_1 | 3 | 1.6
nand2b_1 | 3 | 2.6
nor3_1 | 3 | 2.1
xnor2_1 | 3 | 3.6
a211oi_1 | 2 | 2.1
a31oi_1 | 2 | 1.7
buf_2 | 2 | 1.4
o211ai_1 | 2 | 2.1
or2_2 | 2 | 1.7
a2111oi_4 | 1 | 3.8
a21boi_1 | 1 | 1.0
a22o_1 | 1 | 1.2
a41oi_1 | 1 | 1.2
and3_1 | 1 | 0.87
buf_6 | 1 | 1.6
dfstp_2 | 1 | 3.6
fa_1 | 1 | 2.8
inv_1 | 1 | 0.52
nand3_1 | 1 | 0.69
nand3b_1 | 1 | 1.0
nand4b_1 | 1 | 1.2
nor3b_1 | 1 | 1.0
nor4_1 | 1 | 0.87
nor4b_2 | 1 | 2.1
or2_1 | 1 | 0.87
or3_1 | 1 | 0.87
or3b_4 | 1 | 1.6
xor2_1 | 1 | 1.2
placed cells by master, fill, tap and decap left out, types with 2 or more instances in the layout:
cell type | netlist | layout
dfrtp_1 | 9 | 9
a211oi_1 | 2 | 2
nand2b_1 | 3 | 3
clkdlybuf4s50_1 | 0 | 4
a21o_1 | 3 | 3
o21ai_0 | 4 | 4
clkbuf_8 | 0 | 4
nand2_1 | 5 | 5
a21oi_1 | 6 | 5
ha_1 | 4 | 3
xnor2_1 | 3 | 3
o211ai_1 | 2 | 2
buf_4 | 0 | 17
dlygate4sd2_1 | 0 | 2
nor2_1 | 4 | 4
nor3_1 | 3 | 3
a31oi_1 | 2 | 2
or2_2 | 2 | 2
flip-flops by register name (all words and copies together), names as in the netlist:
name   count
state      5
total      5
power by group:
part / switching (mW) / leakage [nW] / internal [mW] / total, mW
clock network: 0.0723 / 0.0288 / 0.165 / 0.237
logic: 0.0428 / 0.273 / 0.0451 / 0.0879
registers: 0 / 0.120 / 0.193 / 0.193
metal layers:
| layer | vias to the layer above | part of all wire (%) | global-route usage (%) | wire length [um] |
|---|---|---|---|---|
| met5 | - | 0 | 0 | 0 |
| li1 | 319 | - | - | - |
| met4 | 0 | 2.2 | 1.05 | 36 |
| met1 | 294 | 48 | 6.06 | 773 |
| met3 | 4 | 5.7 | 1.25 | 93 |
| met2 | 13 | 44 | 6.54 | 722 |
per-stage QoR:
step	hold slack, ns	power [mW]	setup WS (ns)
2_1_floorplan	0.259	0.242	0.0362
3_3_place_gp	0.496	0.280	-0.373
3_5_place_dp	0.498	0.280	-0.369
4_1_cts	0.486	0.524	0.0640
5_1_grt	0.494	0.549	0.00696
6_report	0.470	0.518	0.0640
cell families after synthesis:
group / count (synthesis) / synth area share, %
AND/OR/NAND/NOR: 27 / 22.2
AND-OR/OR-AND: 23 / 23.3
flip-flops: 10 / 34.9
buffers and inverters: 7 / 5.03
adder cells (fa/ha/maj): 5 / 9.72
XOR/XNOR: 4 / 4.86
what timing repair did:
item | 4_1_cts | 5_1_grt
buffers inserted | 1 | 0
setup endpoints to repair | 5 | 0
resized | 6 | 0
final cells by class:
class	instances	area (um^2)	share of cell area, %
timing repair buffer	23	185	18.5
clock buffer	4	55.1	5.49
sequential	10	251	25.1
inverter	1	3.75	0.374
tap	50	62.6	6.23
multi-input combinational	59	445	44.4
Power figures rest on the tool's default switching activity, not on a simulated workload.
